**./design.v**
```verilog
module adder_subtractor(
	input [255:0] dataa,
	input [255:0] datab,
	input add_sub,	   
	input clk,
	input [1:0] in_select,
	output reg [511:0] result,
	input reset
);
	always @ ( posedge clk ) begin
		if( reset ) result = 0;
		else if( add_sub && in_select == 0) 
		begin
			result[15:0]    <= dataa[15:0]    + datab[15:0];
			result[31:16]   <= dataa[31:16]   + datab[31:16];
			result[47:32]   <= dataa[47:32]   + datab[47:32];
			result[63:48]   <= dataa[63:48]   + datab[63:48];
			result[79:64]   <= dataa[79:64]   + datab[79:64];
			result[95:80]   <= dataa[95:80]   + datab[95:80];
			result[111:96]  <= dataa[111:96]  + datab[111:96];
			result[127:112] <= dataa[127:112] + datab[127:112];
			result[143:128] <= dataa[143:128] + datab[143:128];
			result[159:144] <= dataa[159:144] + datab[159:144];
			result[175:160] <= dataa[175:160] + datab[175:160];
			result[191:176] <= dataa[191:176] + datab[191:176];
			result[207:192] <= dataa[207:192] + datab[207:192];
			result[223:208] <= dataa[223:208] + datab[223:208];
			result[239:224] <= dataa[239:224] + datab[239:224];
			result[255:240] <= dataa[255:240] + datab[255:240];
			result[511:241]  <= 0;
		end
		else if (in_select == 0) begin
			result[15:0]    <= dataa[15:0]    - datab[15:0];
			result[31:16]   <= dataa[31:16]   - datab[31:16];
			result[47:32]   <= dataa[47:32]   - datab[47:32];
			result[63:48]   <= dataa[63:48]   - datab[63:48];
			result[79:64]   <= dataa[79:64]   - datab[79:64];
			result[95:80]   <= dataa[95:80]   - datab[95:80];
			result[111:96]  <= dataa[111:96]  - datab[111:96];
			result[127:112] <= dataa[127:112] - datab[127:112];
			result[143:128] <= dataa[143:128] - datab[143:128];
			result[159:144] <= dataa[159:144] - datab[159:144];
			result[175:160] <= dataa[175:160] - datab[175:160];
			result[191:176] <= dataa[191:176] - datab[191:176];
			result[207:192] <= dataa[207:192] - datab[207:192];
			result[223:208] <= dataa[223:208] - datab[223:208];
			result[239:224] <= dataa[239:224] - datab[239:224];
			result[255:240] <= dataa[255:240] - datab[255:240];
			result[511:241]  <= 0;
		    end
	end  
endmodule 
```
**./run.sh**
```bash
#!/bin/bash
# OpenROAD 26Q1-2900-gdf79404cd8, Yosys 0.63+post, stock flow scripts
make -C /OpenROAD-flow-scripts/flow DESIGN_CONFIG=/design/flow/config.mk WORK_HOME=/design/flow/orfs finish
```
**./config.mk**
```make
export PLATFORM = sky130hd
export DESIGN_NAME = adder_subtractor
export DESIGN_NICKNAME = adder_subtractor
export VERILOG_FILES = /design/flow/design.v
export SDC_FILE = /design/flow/constraint.sdc
export NUM_CORES = 4
export LEC_CHECK = 1
export CORE_AREA = 10 10 396 396
export DIE_AREA = 0 0 406 406
```
**./constraint.sdc**
```tcl
current_design adder_subtractor

set clk_period 30.5
set clk_io_pct 0.2

create_clock -name clk0 -period $clk_period [get_ports {clk}]

set non_clock_inputs [all_inputs -no_clocks]
set_input_delay [expr $clk_period * $clk_io_pct] -clock clk0 $non_clock_inputs
set_output_delay [expr $clk_period * $clk_io_pct] -clock clk0 [all_outputs]
```
==> job_summary.md <==
### Metrics collected by this job

| Metric | Value |
|---|---|
| Clk buf depth | 3 |
| Clk_skew | 0 ps |
| Number of warnings the tools reported | 100 |
| Cell count listed in synth_stat.txt | 3204 |
| Final Hold Viols | 0 |
| Cycle use final | 36.1% |
| Worst slew margin | 46.4% |
| # DRC | 0 |
| Hold path cells | 2 |
| Number of global-route vias before repair | 24.1k |
| Pre-Repair DR Iteration Count | 5 |
| Synth Seq Share | 19.6% |
| Fin area | 34400 um^2 |
| Kind of end point of the critical path | register |
| Mapped cell area | 24600 um^2 |
| Comb gate area | 18100 um^2 |
| CTS tree | built |
| Gpl congestion | 0.929 |
| Fmax | 90.9 MHz |
| Worst-Margin Slew | 799 ps |
| Via count | 24.5k |
| Sequential power share | 25.4% |
| GRT Overall Usage | 14.5% |
| CP startpoint kind | input port |
| Total CTS buffers | 37 |
| Post_cts resized | 0 |
| Internal power | 910 uW |
| Largest register FFs | 241 |
| CTS Hold Bufs | 0 |
| Yosys chip area | 24600 um^2 |
| DP Area | 33100 um^2 |
| Post-synthesis area per instance | 7.67 um^2 |
| Biggest registers after layout | result x241 |
| DPL Wire Length | 105 mm |
| Comb power frac | 41.1% |
| Worst-case vdd ir drop | 31.2 uV |
| Clk pwr share | 33.4% |
| # port buffers | 727 |
| Die width | 406 um |
| Hold Crit Class | reg2reg |
| Synth warn | 1 |
| Sw power | 503 uW |
| WP data required | 30930 ps |
| Ys flop type | dfxtp_1 |
| Synth flops | 241 |
| Most used logic cell in the final layout | clkdlybuf4s50_1 |
| DR iter-0 viols | 1308 |
| Top delay family on crit path | buffers and inverters |
| CP Max Fanout | 34 |
| Fin. max-slew vios | 0 |
| Worst-path cell chain | clkdlybuf4s50_1 > nor2_4 > buf_4 > and2_4 > buf_4 > buf_4 > nor2_1 > xor2_1 > ha_1 > a21o_1 > a21o_1 > a2111oi_0 > o31ai_1 > buf_4 > nand4_1 > a21oi_1 > xnor2_1 > a21oi_1 |
| First-pass GRT wire length | 173 mm |
| Initial Util | 16.6% |
| Maxcap violations | 0 |
| Crit path depth | 18 |
| Status | complete, no violations |
| WS Path Type | in2reg |
| Finish-stage setup viols | 0 |
| CP max stage delay | 610 ps |
| Worst path bufs/invs | 5 |
| Number of enable flip-flop cells | 0 |
| Mapped Cells | 3204 |
| RSZ-0062 raised after global routing | false |
| Largest Register | result |
| Post-CTS Setup Repair Bufs | 0 |
| Area growth syn-to-layout | 40.0% |
| Core footprint | 148000 um^2 |
| Static Leak | 0.0135 uW |
| Reg2Reg Depth | 4 |
| Grt ovf | 0 |
| Number of routed nets with antenna violations | 0 |
| Io pins | 1029 |
| Slowest CP cell | a2111oi_0 |
| Sw Ratio | 35.6% |
| Worst hold start | result[206] |
| Most frequent cells in the layout | clkdlybuf4s50_1, nand2_1, a21oi_1 |
| Setup TNS Final | 0 ps |
| WL final | 125 mm |
| CTS root buffer | clkbuf_16 |
| Total power | 1410 uW |
| Reg-to-reg critical path startpoint | result[223] |
| Most used cell along the critical path | buf_4 |
| Register Area | 4820 um^2 |
| Unique cell types | 78 |
| Async SR Flop Fraction | 0% |
| Layout cell share with drive strength beyond 1 | 2.93% |
| Largest net degree at the start of global routing | 56 |
| Wire per inst | 21.2 um |
| Clock latency on the worst-skew pair | 570 ps |
| Tmin final | 11000 ps |
| Die Y | 406 um |
| Crit path from | in_select[1] |
| Sink Count | 241 |
| Fill count | 16.1k |
| Number of H-tree levels | 2 |
| Pwr Density | 41.1 nW/um^2 |
| Placement Rows | 141 |
| Worst-path clk slew | 50 ps |
| CP arrival | 11440 ps |
| Initial antenna violation count | 38 |
| Hold slack | 448 ps |
| DR vias/cell | 4.18 |
| Die area | 165000 um^2 |
Yosys cell counts, types with 4 or more instances:
library cell  count  area, um^2
clkbuf_1         98         368
o21bai_1         31         233
o221ai_1          4        35.0
a22o_1           10        87.6
nand4_1           7        43.8
nand2b_1         40         250
and2_1            9        56.3
o211ai_1         20         150
and3_1           11        68.8
fa_1             15         300
nor2b_1          12        75.1
a211o_1          10        87.6
ha_1            285        3570
nand2_1         400        1500
o22ai_1           6        37.5
nor3b_1           9        67.6
a21boi_1          7        52.6
or4_1            17         128
buf_1             7        26.3
xor2_1          141        1230
xnor2_1         257        2250
a311o_1           4        40.0
buf_4           271        2030
a211oi_1         67         503
nand3_1          33         165
a21oi_1         331        1660
or3_1            17         106
o41ai_1          15         131
nor2_1          224         841
o31ai_1          38         285
or2_2             7        43.8
a31oi_1          29         181
o21a_1           25         188
o21ai_0         145         726
a21o_1           75         563
inv_1            72         270
nand3b_1          5        37.5
nor3_1           70         350
nor4_1           12        75.1
o21ai_1          65         325
dfxtp_1         241        4820
path summary, 6_finish.rpt:
path         slack [ps]          end
max               19500   result[62]
min reg2reg         450  result[206]
max reg2reg       29700  result[223]
min                 450  result[206]
power groups by stage:
stage	registers (uW)	logic, uW	clock network (uW)
after CTS	359	591	491
after global routing	363	647	504
final	359	582	473
metal layers:
layer | up-vias | track usage (%) | share of wire [%]
met3 | 155 | 5.58 | 9.9
met1 | 11284 | 17.6 | 40
li1 | 12157 | - | -
met2 | 846 | 24.2 | 47
met5 | - | 0 | 0.20
met4 | 38 | 3.27 | 2.7
stage by stage:
stage	setup WS, ps	util (%)	std cells
3_5_place_dp	18890	22.4	5782
6_report	19500	23.3	5862
3_3_place_gp	18880	22.4	5782
2_1_floorplan	20970	-	3474
4_1_cts	19500	23.3	5850
5_1_grt	19230	23.3	5857
cells by family (layout without fill, tap and decap cells):
kind of cell | Yosys count | in the layout | synth area share, %
AOI/OAI and AO/OA | 925 | 925 | 23.2
xor gates and xnor gates | 398 | 398 | 14.2
adders and majority gates | 300 | 300 | 15.7
buffers and inverters | 449 | 895 | 11.0
DFF | 241 | 241 | 19.6
muxes | 2 | 2 | 0.0815
other | 1 | 283 | 0.0153
and+or+nand+nor | 888 | 888 | 16.1
worst register-to-register path, cell delays in order, from the launching register on:
cell,delay (ps)
dfxtp_1,310
nand2_1,50
nand3_1,70
a41oi_1,160
o41ai_1,90
final cells by class:
class                      instances  share of cell area (%)
multi-input combinational       2784                    52.6
antenna                           12                  0.0873
clock buffer                      52                    3.06
clock inverter                    16                   0.680
timing repair buffer             754                    21.7
inverter                          73                   0.796
sequential                       241                    14.0
tap                             1930                    7.02
Power and IR drop assume default switching activity.
